`design.v`:
```
module tpi2c
#(
	parameter NS2009_DELAY = 8'h10,
	parameter NS2009_POLLP = 8'h40,
	parameter NS2009_WADDR = 8'h90,
	parameter NS2009_RADDR = 8'h91,
	parameter NS2009_LOW_POWER_READ_X  = 8'hC0,
	parameter NS2009_LOW_POWER_READ_Y  = 8'hD0,
	parameter NS2009_LOW_POWER_READ_Z1 = 8'hE0
)
(
	input resetb, 
	input clk,
	input sda_in,
	input scl_in,
	output reg sda_out,
	output reg scl_out,
	input  we,
	input[1:0] addr,
	input[31:0] din,
	output[31:0] dout
);
reg[7:0] smstate;
reg wtrg;
reg rtrg;
reg[7:0] iaddr;
reg[7:0] wdata;
reg[15:0] xdata,ydata,zdata;
reg[7:0] i2ccnt;
reg[7:0] i2cmode;
reg[7:0] i2cbit;
reg[7:0] i2cstep;
reg[7:0] i2csend[3:0];
reg[7:0] i2crecv[3:0];
reg      i2cack;
reg[7:0] i2cwait;
assign dout[31:0] = (addr[1:0] == 2'b00 ? {24'h0 ,smstate[7:0]} :
                    (addr[1:0] == 2'b01 ? {16'h0 ,xdata} :
                    (addr[1:0] == 2'b10 ? {16'h0 ,ydata} :
                    (addr[1:0] == 2'b11 ? {16'h0 ,zdata} : 32'b0))));
always@(posedge clk) begin
	if (resetb == 1'b0) begin
		smstate <= 8'h0 ;
	end
	else
	begin
		if (smstate == 8'h0) begin
			if (i2cstep == 0) begin		
				if ((we) && (addr[1:0] == 2'b00)) begin
					smstate <= 8'h1;
					xdata   <= 16'h0;
					ydata   <= 16'h0;
					zdata   <= 16'h0;										
				end
			end
		end
		else
		if (smstate == 8'h1) begin
			if (i2cstep == 0) begin
				wtrg    <= 1'b1 ;
				iaddr   <= NS2009_WADDR ;
				wdata   <= NS2009_LOW_POWER_READ_Z1 ;
				smstate <= 8'h2 ;
			end
		end
		else
		if (smstate == 8'h2) begin
			if (i2cstep != 0) begin
				wtrg    <= 1'b0 ;
				smstate <= 8'h3 ;
			end
		end
		else
		if (smstate == 8'h3) begin
			if (i2cstep == 0) begin
				rtrg    <= 1'b1 ;
				iaddr   <= NS2009_RADDR ;
				smstate <= 8'h4 ;
			end
		end
		else
		if (smstate == 8'h4) begin
			if (i2cstep != 0) begin
				rtrg    <= 1'b0 ;
				smstate <= 8'h5 ;
			end
		end
		else
		if (smstate == 8'h5) begin
			if (i2cstep == 0) begin
				zdata   <= {4'b0,i2crecv[1][7:4],i2crecv[1][3:0],i2crecv[0][7:4]};
				wtrg    <= 1'b1 ;
				iaddr   <= NS2009_WADDR ;
				wdata   <= NS2009_LOW_POWER_READ_X ;
				smstate <= 8'h6 ;
			end
		end
		else
		if (smstate == 8'h6) begin
			if (i2cstep != 0) begin
				wtrg    <= 1'b0 ;
				smstate <= 8'h7 ;
			end
		end
		else
		if (smstate == 8'h7) begin
			if (i2cstep == 0) begin
				rtrg    <= 1'b1 ;
				iaddr   <= NS2009_RADDR ;
				smstate <= 8'h8 ;
			end
		end
		else
		if (smstate == 8'h8) begin
			if (i2cstep != 0) begin
				rtrg    <= 1'b0 ;
				smstate <= 8'h9 ;
			end
		end
		else
		if (smstate == 8'h9) begin
			if (i2cstep == 0) begin
				xdata   <= {4'b0,i2crecv[1][7:4],i2crecv[1][3:0],i2crecv[0][7:4]};
				wtrg    <= 1'b1 ;
				iaddr   <= NS2009_WADDR ;
				wdata   <= NS2009_LOW_POWER_READ_Y ;
				smstate <= 8'hA ;
			end
		end
		else
		if (smstate == 8'hA) begin
			if (i2cstep != 0) begin
				wtrg    <= 1'b0 ;
				smstate <= 8'hB ;
			end
		end
		else
		if (smstate == 8'hB) begin
			if (i2cstep == 0) begin
				rtrg    <= 1'b1 ;
				iaddr   <= NS2009_RADDR ;
				smstate <= 8'hC ;
			end
		end
		else
		if (smstate == 8'hC) begin
			if (i2cstep != 0) begin
				rtrg    <= 1'b0 ;
				smstate <= 8'hD ;
			end
		end
		else
		if (smstate == 8'hD) begin
			if (i2cstep == 0) begin
				ydata   <= {4'b0,i2crecv[1][7:4],i2crecv[1][3:0],i2crecv[0][7:4]};
				smstate <= 8'h0 ;  
			end
		end
	end
end
always@(posedge clk) begin
	if (resetb == 1'b0) begin
		i2ccnt  <= 8'b0;
		i2cmode <= 8'b0;
		i2cbit  <= 8'b0;
		i2cstep <= 8'b0;
		sda_out <= 1'b1;
		scl_out <= 1'b1;
		i2cwait <= 8'h0;
	end else begin
		if (i2cstep == 8'h0) begin
			if (wtrg) begin
				i2csend[0] <= iaddr;  
				i2csend[1] <= wdata;  
				i2cmode    <= 8'h2;	      
				i2ccnt     <= 8'h0;
				i2cbit     <= 8'h0;
				scl_out    <= 1'b1;
				sda_out    <= 1'b0;
				i2cstep   <= 8'h1;
				i2cwait   <= 8'h0;
			end else
			if (rtrg) begin
				i2crecv[0] <= 8'b0;
				i2crecv[1] <= 8'b0;
				i2crecv[2] <= 8'b0;
				i2crecv[3] <= 8'b0;
				i2csend[0] <= iaddr;  
				i2csend[1] <= 8'h0;  
				i2cmode    <= 8'h1;	 
				i2ccnt     <= 8'h0;
				i2cbit     <= 8'h0;
				i2crecv[0] <= 8'b0;
				i2crecv[1] <= 8'b0;
				i2crecv[2] <= 8'b0;
				i2crecv[3] <= 8'b0;
				scl_out    <= 1'b1;
				sda_out    <= 1'b0;
				i2cstep    <= 8'h1;
				i2cwait    <= 8'h0;
			end
		end
		else  
		if (i2cstep == 8'h1) begin
			scl_out <= 1'b0;  
			i2cstep <= 4'h2;		
		end
		else  
		if (i2cstep == 8'h2) begin
			if (scl_in == 1'b0) begin  
				if (i2ccnt == 8'h0) begin
					i2cstep <= 8'h3;   
				end else begin
					if (i2cmode == 8'h1) begin  
						i2cstep <= 8'h4;   
					end else begin  
						i2cstep <= 8'h3;   
					end
				end 				
			end
		end
		else  
		if (i2cstep == 8'h3) begin
			sda_out <= i2csend[i2ccnt[1:0]][8'h7-i2cbit];  
			i2cwait <= NS2009_DELAY;
			i2cstep <= 8'h35;
		end
		else  
		if (i2cstep == 8'h35) begin
			if (i2cwait > 8'h0) begin
				i2cwait <= i2cwait - 8'h1;
			end else begin
				scl_out <= 1'b1 ;  
				i2cstep <= 8'h5;
			end
		end
		else  
		if (i2cstep == 8'h4) begin
			i2cwait <= NS2009_DELAY;
			i2cstep <= 8'h45;
		end
		else  
		if (i2cstep == 8'h45) begin
			if (i2cwait > 8'h0) begin
				i2cwait <= i2cwait - 8'h1;
			end else begin
				i2crecv[2'b10-i2ccnt[1:0]][8'h7-i2cbit] <= sda_in ;
				scl_out <= 1'b1 ;  
				i2cstep <= 8'h5;
			end
		end
		else  
		if (i2cstep == 8'h5) begin
			if (scl_in == 1'b1) begin
				if (i2cbit == 8'h7) begin
					i2cwait <= NS2009_DELAY;
					i2cstep <= 8'h56;
				end else begin
					i2cbit  <= i2cbit + 8'h1;
					i2cwait <= NS2009_DELAY;
					i2cstep <= 8'h51;
				end
			end
		end
		else
		if (i2cstep == 8'h51) begin
			if (i2cwait > 8'h0) begin
				i2cwait <= i2cwait - 8'h1;
			end else begin
				i2cstep <= 8'h1;
			end
		end
		else
		if (i2cstep == 8'h56) begin
			if (i2cwait > 8'h0) begin
				i2cwait <= i2cwait - 8'h1;
			end else begin
				i2cstep <= 8'h6;
			end
		end
		else
		if (i2cstep == 8'h6) begin
			scl_out <= 1'b0;  
			i2cstep <= 8'h7;
		end			
		else
		if (i2cstep == 8'h7) begin
			if (scl_in == 1'b0) begin
				if ((i2cmode == 8'h1) && (i2ccnt == 8'h1)) begin  
					sda_out <= 1'b0;  
				end else begin
					sda_out <= 1'b1;  
				end
				i2cstep <= 8'h8;
			end
		end			
		else
		if (i2cstep == 8'h8) begin
			scl_out <= 1'b1;  
			i2cack  <= sda_in;
			i2cstep <= 8'h9;
		end
		else
		if (i2cstep == 8'h9) begin
			if (scl_in == 1'b1) begin  
				i2cwait <= NS2009_DELAY;
				i2cstep <= 8'h9A;
			end
		end
		else
		if (i2cstep == 8'h9A) begin
			if (i2cwait > 8'h0) begin
				i2cwait <= i2cwait - 8'h1;
			end else begin
				i2cstep <= 8'hA;
			end
		end
		else
		if (i2cstep == 8'hA) begin
			scl_out <= 1'b0;  
			sda_out <= 1'b1;  
			if (i2cmode == 8'h2) begin  
				if (i2ccnt == 8'h1) begin  
					i2cstep <= 8'hF;  
				end else begin
					i2ccnt <= i2ccnt + 1;
					i2cbit <= 8'h0;   
					i2cstep <= 8'h1;
				end 				
			end else begin
				if (i2ccnt == 8'h2) begin  
					i2cstep <= 8'hF;  
				end else begin
					i2ccnt <= i2ccnt + 1;
					i2cbit <= 8'h0;   
					i2cstep <= 8'h1;
				end 								
			end
		end
		else
		if (i2cstep == 8'hF) begin
			scl_out <= 1'b1;  
			i2cwait <= NS2009_POLLP;
			i2cstep <= 8'hFF;  
		end
		else
		if (i2cstep == 8'hFF) begin
			if (scl_in == 1'b1) begin  
				sda_out <= 1'b1;  
				if (i2cwait > 8'h0) begin
					i2cwait <= i2cwait - 8'h1;
				end else begin
					i2cstep <= 8'h0;  
				end				
			end
		end
	end
end
endmodule
```
`run.sh`:
```
#!/bin/bash
# OpenROAD 26Q1-2900-gdf79404cd8, Yosys 0.63+post, stock flow scripts
make -C /OpenROAD-flow-scripts/flow DESIGN_CONFIG=/design/flow/config.mk WORK_HOME=/design/flow/orfs finish
```
`config.mk`:
```
export PLATFORM = sky130hd
export DESIGN_NAME = tpi2c
export DESIGN_NICKNAME = tpi2c
export VERILOG_FILES = /design/flow/design.v
export SDC_FILE = /design/flow/constraint.sdc
export NUM_CORES = 4
export LEC_CHECK = 1
export CORE_UTILIZATION = 40
```
`constraint.sdc`:
```
current_design tpi2c

set clk_period 4.3
set clk_io_pct 0.2

create_clock -name clk0 -period $clk_period [get_ports {clk}]

set non_clock_inputs [all_inputs -no_clocks]
set_input_delay [expr $clk_period * $clk_io_pct] -clock clk0 $non_clock_inputs
set_output_delay [expr $clk_period * $clk_io_pct] -clock clk0 [all_outputs]
```
==> Table 3: Implementation characteristics <==
Physical design parameters

Parameter                              Value

Logic synthesis
  Number of warnings reported in the yosys synthesis log    18
  XOR-XNOR Cells, Area Fraction    2.105%
  Async SR Flop Fraction    0%
  Number of cell instances after yosys synthesis    632
  Synthesized area divided by synthesized cell count    9.875 µm²
  Most frequently used flop master after synthesis    sky130_fd_sc_hd__edfxtp_1
  Cell type contributing the most total cell area after synthesis    sky130_fd_sc_hd__edfxtp_1
  Largest logic family    simple AND/OR/NAND/NOR gates
  Netlist area before placement    6241 µm²
  Synthesized netlist cell count    632
  Leading post-synthesis cells by cell area    sky130_fd_sc_hd__edfxtp_1, sky130_fd_sc_hd__dfxtp_1, sky130_fd_sc_hd__o21ai_0
  Aoi/oai-family share of the synthesized area    15.72%
  Synth Seq Share    46.99%
  Multiplexer share    4.611%
  Adders+Majority by Area    1.604%
  Number of distinct library cells after synthesis    78
  Number of synthesized flops with an enable pin    71
  Chip area line of the yosys report    6241 µm²
  Simple-gate share of the synthesized area    22.51%
  Area leader share    34.16%
  Synthesis-stage register bit count    111

Placed design
  Placed Cells    813
  Post-detailed-placement cell area    6545 µm²
  Pre-CTS worst setup slack    0.8229 ns
  Detailed-placement wirelength estimate    9776 µm
  Routability congestion estimate    0.9349
  Quantity of I/O buffers inserted on ports    20

Run status
  Run status    completed

Global routing
  Total GRT Usage    18.96%
  Largest net degree at the start of global routing    33
  Overflow after GRT    0
  Via count of the first global-routing pass    4413
  Antenna violations before repair    0
  First-pass GRT wire length    23360 µm

Worst setup path
  CP startpoint kind    input pin
  CP peak stage delay    0.54 ns
  Data arrival time of the critical path    2.58 ns
  Cell family with the largest share of critical-path delay    buffers and inverters
  Cells along the critical path    clkdlybuf4s50_1 > nor2b_1 > a22o_1 > clkdlybuf4s50_1
  Data required time of the worst path    3.44 ns
  Category of the most critical setup path    in -> out
  CP endpoint kind    output port
  Critical-path cell with the highest stage delay    sky130_fd_sc_hd__nor2b_1
  Crit path top cell by count    sky130_fd_sc_hd__clkdlybuf4s50_1
  Worst-path fanout max    8
  R2R setup slack    1.09 ns
  Buffer and inverter count on the worst path    2

Drt
  WL met2    6687 µm
  Highest routing layer actually used    met4
  Antenna Cells    0
  Routed WL per cell    17.00 µm
  Iter 0 DRT Violations    327
  Number of DRC violations after detailed routing    0
  Number of vias in the routed layout    4775
  Via density per instance    5.760
  Count of antenna-violating nets left after detailed routing    0
  Met3 layer wire length in the routed design    677 µm
  Total length of routed wires    14090 µm
  Met1 WL    6428 µm
  1st-pass router iterations    5

Timing
  Final worst-path cycle share    79.99%
  Final critical path time including I/O delays and setup    3.439 ns
  Worst Slack Setup Final    0.8605 ns
  Least-Margin Pin Slew    0.9008 ns
  Worst Skew    0.01176 ns
  Max Freq    0.2907 GHz
  Remaining max-slew budget at the tightest pin    39.72%
  Setup Total Neg Slack    0 ns
  RSZ-0062 raised after global routing    false
  Final setup violation count    0
  Final number of max-transition violations    0
  Final Hold Vio Count    0

Floorplan
  Die outline height    126.9 µm
  Die width    126.9 µm
  Total die size    16110 µm²
  Share of the core filled by cells before placement    41.05%
  Number of placement rows    45
  Count of boundary I/O pins    73
  Placeable Area    15200 µm²

Layout
  Most frequently placed logic cell in the final layout    sky130_fd_sc_hd__edfxtp_1
  Final standard cell count with taps included and fillers excluded    829
  # fillers    1396
  Area added between synthesis and finish    9.904%
  Layout cells sized above 1    11.70%
  Core Util, Final    45.12%
  Layout Cell Area excl Fill    6859 µm²
  Commonest cells after routing, fill and taps aside    sky130_fd_sc_hd__edfxtp_1, sky130_fd_sc_hd__nor2_1, sky130_fd_sc_hd__nand2_1

Clocking
  H-tree depth    3
  CTS Buffer Depth    2
  Postcts setup bufs    0
  Hold bufs inserted after CTS    0
  Total clock buffers created by CTS    9
  Num Clock Sinks    111
  Root cell of the clock tree    sky130_fd_sc_hd__clkbuf_16
  Clock latency on the worst-skew pair    0.36 ns
  # resized after CTS    0
  TritonCTS clock tree    built
  Clock input transition at the sequential cells of the worst setup and hold paths    0.07 ns

Job
  Max Cap Viol    0
  Count of warning messages emitted by the tools    61

Power and ir drop
  Power per Cell Area    568.5 nW/µm²
  Leakage power    2.353 nW
  Worst voltage drop across the vdd grid    0.0004084 V

Worst hold path
  Worst Hold Class    reg -> reg
==> final cells by class <==
class	count	area [µm²]	share of cell area, %
clock buffer	9	225.2	3.283
timing repair buffer	35	312.8	4.560
clock inverter	7	88.84	1.295
sequential	111	2933	42.76
tap	188	235.2	3.429
inverter	16	60.06	0.8756
multi-input combinational	463	3004	43.80
==> synth_stat cells (4+ instances only) <==
master and count:
sky130_fd_sc_hd__buf_2 10, sky130_fd_sc_hd__or3_1 11, sky130_fd_sc_hd__a21oi_1 26, sky130_fd_sc_hd__mux4_2 6
sky130_fd_sc_hd__mux2_2 10, sky130_fd_sc_hd__xnor2_1 4, sky130_fd_sc_hd__nor4_1 12, sky130_fd_sc_hd__ha_1 8
sky130_fd_sc_hd__o211ai_1 10, sky130_fd_sc_hd__o21ai_0 41, sky130_fd_sc_hd__nor2b_1 26, sky130_fd_sc_hd__or2_2 6
sky130_fd_sc_hd__xor2_1 11, sky130_fd_sc_hd__nand2b_1 13, sky130_fd_sc_hd__nand2_1 43, sky130_fd_sc_hd__a32oi_1 4
sky130_fd_sc_hd__buf_4 20, sky130_fd_sc_hd__nor3b_1 4, sky130_fd_sc_hd__a211oi_1 4, sky130_fd_sc_hd__nor2_1 50
sky130_fd_sc_hd__edfxtp_1 71, sky130_fd_sc_hd__a22o_1 10, sky130_fd_sc_hd__clkbuf_1 25, sky130_fd_sc_hd__a31oi_1 6
sky130_fd_sc_hd__nor3_1 17, sky130_fd_sc_hd__nand3_1 35, sky130_fd_sc_hd__mux2i_1 4, sky130_fd_sc_hd__o31ai_1 4
sky130_fd_sc_hd__inv_1 15, sky130_fd_sc_hd__nand4_1 9, sky130_fd_sc_hd__dfxtp_1 40
==> kinds of logic after synthesis <==
group	after synthesis
DFF	111
adders and majority gates	8
and+or+nand+nor	256
AOI/OAI and AO/OA	144
other	1
xor gates and xnor gates	15
buffers and inverters	77
muxes	20
==> final timing paths <==
kind	cells after the start	start	endpoint
hold reg to reg	0	iaddr[6]	i2csend[0][6]
setup / recovery	4	addr[1]	dout[6]
setup reg to reg	5	i2cstep[4]	i2csend[0][6]
hold / removal	0	iaddr[6]	i2csend[0][6]
==> through the flow <==
step	power, mW	hold WS (ns)
finish	3.900	0.4525
global route	4.154	0.4712
CTS	3.911	0.4561
detailed placement	3.043	0.4354
global placement	3.023	0.4312
floorplan	2.634	0.4153
==> registers in the layout, summed over array words and instances, names as in the netlist, named ones only <==
| name | flops |
|---|---|
| i2cmode | 2 |
| i2csend | 11 |
| wtrg | 1 |
| wdata | 2 |
| smstate | 4 |
| ydata | 12 |
| i2crecv | 12 |
| i2cstep | 8 |
| i2cwait | 8 |
| rtrg | 1 |
| xdata | 12 |
| i2ccnt | 8 |
| sda_out | 1 |
| iaddr | 7 |
| zdata | 12 |
| i2cbit | 8 |
| scl_out | 1 |
==> where the power goes <==
group	internal, mW	switching (mW)
logic	0.583	1.05
registers	1.29	0.120
clock network	0.421	0.436
==> layer usage <==
layer  GRT usage [%]  vias to the layer above
li1                -                     2336
met1           29.63                     2284
met2           29.35                      134
met3           3.008                       21
met4           3.922                        0
met5               0                        -
Power and IR drop assume default switching activity.
